[run.sh]
#!/bin/bash
# OpenROAD 26Q1-2900-gdf79404cd8, Yosys 0.63+post, stock flow scripts
make -C /OpenROAD-flow-scripts/flow DESIGN_CONFIG=/design/flow/config.mk WORK_HOME=/design/flow/orfs finish
[constraint.sdc]
current_design divider

set clk_period 1.0
set clk_io_pct 0.2

create_clock -name clk0 -period $clk_period

set non_clock_inputs [all_inputs -no_clocks]
set_input_delay [expr $clk_period * $clk_io_pct] -clock clk0 $non_clock_inputs
set_output_delay [expr $clk_period * $clk_io_pct] -clock clk0 [all_outputs]
[design.v]
module divider(
    input  [31:0] M,       
    input  [31:0] Q,       
    output reg [63:0] Result   
);
reg [32:0] A;
integer i;
always@(M or Q)
begin
	A = 33'd0;
	Result=Q;
	for(i=0; i<32; i=i+1)
	begin
		Result=Result<<1;
		A=A<<1;
		A=A-M;
		if(A<0)
		begin
			Result[0]=0;
			A=A+M;
		end
		else
		begin
			Result[0]=1;
		end
	end
	Result = {A[32:0], Q_temp};
end
endmodule
[config.mk]
export PLATFORM = sky130hd
export DESIGN_NAME = divider
export DESIGN_NICKNAME = divider
export VERILOG_FILES = /design/flow/design.v
export SDC_FILE = /design/flow/constraint.sdc
export NUM_CORES = 4
export LEC_CHECK = 1
export CORE_AREA = 10 10 70 70
export DIE_AREA = 0 0 80 80
==> flow_metrics.py <==
# Metrics from the implementation run
metrics = {
    "logic_synthesis": {
        "yosys_cells": 331,
        "synth.most_common_cell": "xnor2_1",
        "syn_area_sq_um": 2460,
        "xor_area_share_pct": 30.2,
        "largest_area_cell": "xnor2_1",
        "fa_ha_area_share_pct": 16.3,
        "syn-instance-count": 331,
        "ys_chip_area_sq_um": 2460,
        "ys_types": 45,
        "ys_seq_share_pct": 0,
        "top_cell_area_share_pct": 18.1,
        "synth.avg_cell_area_sq_um": 7.44,
        "topCombFamilyByArea": "XOR/XNOR gates",
        "synthTopCellsByCount": "51 x xnor2_1, 36 x inv_1, 32 x buf_4, 32 x ha_1, 21 x nand2_1",
        "simple_gate_area_share_pct": 12.1,
        "netlist_top_cells_area": "xnor2_1 18%, ha_1 16%, buf_4 9.8%",
        "ys_sh_mux_pct": 2.95,
        "aoi_share_pct": 22.7,
        "synth_warnings": 3,
    },
    "placement": {
        "gp_congestion": 1.04,
        "io_buffers": 65,
    },
    "status": {
        "haltStage": "3_5_place_dp",
        "tool.error": "[ERROR DPL-0036] Detailed placement failed.",
        "status": "stopped before the end",
    },
    "floorplan": {
        "die_w_microns": 80,
        "fp_util_pct": 72.1,
        "row_count": 21,
        "die-height_microns": 80,
        "io_pins": 128,
    },
}
-- cell families after synthesis --
family                     after synthesis
AOI/OAI and AO/OA                       80
xor gates and xnor gates                76
adders and majority gates               32
buffers and inverters                   71
muxes                                    6
other                                    1
and+or+nand+nor                         65
-- per-stage QoR --
| step | instance area [sq um] | instances |
|---|---|---|
| floorplan | 2650 | 361 |
| global placement | 4290 | 599 |
