===== flow/config.mk =====
export PLATFORM = sky130hd
export DESIGN_NAME = register64
export DESIGN_NICKNAME = register64
export VERILOG_FILES = /design/flow/design.v
export SDC_FILE = /design/flow/constraint.sdc
export NUM_CORES = 4
export LEC_CHECK = 1
export CORE_UTILIZATION = 50

===== flow/constraint.sdc =====
current_design register64

set clk_period 1.1
set clk_io_pct 0.2

create_clock -name clk0 -period $clk_period [get_ports {clock}]

set non_clock_inputs [all_inputs -no_clocks]
set_input_delay [expr $clk_period * $clk_io_pct] -clock clk0 $non_clock_inputs
set_output_delay [expr $clk_period * $clk_io_pct] -clock clk0 [all_outputs]

===== flow/design.v =====
module register64 #(parameter DATA_WIDTH_IN = 64, DATA_WIDTH_OUT = 64, INIT = 64'h0)(
	input clear, clock, enable,
	input [DATA_WIDTH_IN-1:0]BusMuxOut,
	output wire [DATA_WIDTH_OUT-1:0]BusMuxIn
);
reg [DATA_WIDTH_IN-1:0]q;
initial q = INIT;
always @ (posedge clock)
		begin
			if (clear) begin
				q <= {DATA_WIDTH_IN{1'b0}};
			end
			else if (enable) begin
				q <= BusMuxOut;
			end
		end
	assign BusMuxIn = q[DATA_WIDTH_OUT-1:0];
endmodule

===== flow/run.sh =====
#!/bin/bash
# OpenROAD 26Q1-2900-gdf79404cd8, Yosys 0.63+post, stock flow scripts
make -C /OpenROAD-flow-scripts/flow DESIGN_CONFIG=/design/flow/config.mk WORK_HOME=/design/flow/orfs finish

==> impl_metrics.yaml <==
# yosys + openroad results
finish:
  area_delta_synth_final_pct: 68.4
  largest_register_ffs: 64
  reg.largest.list: "q x64"
  regMostFlops: "q"
  drive_gt1_share_pct: 27.7
  postLayoutCoreUtil_pct: 88.0
detailed_routing:
  num_vias: 1981
  met2WireLength_mm: 2.92
  route.met3.wl_um: 505
  drt_wl_total_mm: 6.52
  antenna-diode-count: 0
  vias_per_cell: 4.96
  top_layer_used: "met4"
  dr.pass1.iters: 5
  post_drt_wl_per_cell_um: 16.3
  drtIter0Drc: 94
  drc_errors: 0
  antenna_left: 0
  met1Wirelength_mm: 2.99
setup_path:
  r2r-end: "q[16]$_SDFFE_PP0P_"
  startpoint: "q[15]$_SDFFE_PP0P_"
  required_ps: 880
  crit_fanout: 2
  critPathKind: "register to output pin"
  cp.arrival_ps: 840
  endpoint_kind: "output pin"
  path_depth: 1
  r2r_cells: 3
  max_stage_delay_ps: 330
  critPathBufInv: 1
  worstSetupEndpoint: "BusMuxIn[15]"
  cp_top_family: "flip-flops"
  rr_startpoint: "q[16]$_SDFFE_PP0P_"
  rrSetupSlack_ps: 280
  slowest_stage: "dfxtp_2"
  crit_chain: "clkdlybuf4s15_1"
  startpoint_type: "register"
die:
  rows: 24
  die_area_mm2: 0.00486
  die-height_um: 69.7
  ios: 131
  core_area_mm2: 0.00438
  die_w_um: 69.7
  initCoreUtil_pct: 52.3
final_timing:
  drv_slew: 0
  final.setup.tns_ps: 0
  finalHoldViolCount: 0
  fmax_mhz: 941
  setup_viol: 0
  max-slew-margin-rel_pct: 81.8
  tightest_slew_ps: 274
  fin_skew_ps: 0
  rsz0062_at_grt: "false"
  timing.hold.ws_ps: 321
  post-route-period-util_pct: 96.6
  period_needed_ps: 1060
clock_network:
  cts_tree: "built"
  numCtsBuffers: 9
  postCtsHoldBufs: 0
  clock-root-buffer: "clkbuf_8"
  clk_latency_ps: 320
  h-tree-depth: 3
  cts.sinks: 64
  clk_path_buf_depth: 2
  cts.clk_slew.worst_paths_ps: 60
flow_run:
  warnings: 26
  maxCapViolCount: 0
power_and_ir_drop:
  irDropWorstVdd_uv: 854
  total_power_mw: 5.12
  powerDensity_mw_per_mm2: 1330
  p_leak_nw: 1.76
place:
  gp_congestion: 0.738
  portBuffers: 130
  hpwl_mm: 3.74
synth:
  syn_inst: 206
  yosysCellCount: 206
  yosys.stat.chipArea_mm2: 0.00229
  syn_area_per_cell_um2: 11.1
  ys_seq_share_pct: 55.9
  syn_area_mm2: 0.00229
  yosys_warnings: 1
  ys_types: 7
  ys.flops: 64
global_route:
  gr-total-overflow: 0
  grt_usage_pct: 26.6
  grt_first_pass_wirelength_mm: 9.88
  grt_pass1_vias: 1983
  grt_max_degree: 65
  grt_antenna_before_repair: 0
run_status:
  outcome: "complete, no violations"
min_path:
  worstHoldPathType: "primary input to register"
[cell type report]
class | count | area (µm²)
Fill cell | 189 | 526
Clock buffer | 14 | 173
Multi-Input combinational cell | 128 | 881
Timing Repair Buffer | 141 | 1380
Sequential cell | 64 | 1360
Tap cell | 52 | 65.1
[metrics by stage]
step	std cells	instance area (µm²)	worst slack [ps]
2_1_floorplan	206	2290	226
3_3_place_gp	381	3610	82.6
3_5_place_dp	381	3610	18.2
4_1_cts	399	3860	0.561
5_1_grt	399	3860	4.03
6_report	399	3860	37.4
[report_power, final]
part,internal (mW),switching [mW]
logic,0.521,0.256
registers,2.48,0.0723
clock network,0.981,0.801
total,3.99,1.13
[layer usage]
layer | track usage, % | up-vias
li1 | - | 952
met1 | 39.0 | 932
met2 | 40.2 | 86
met3 | 8.41 | 11
met4 | 6.22 | 0
met5 | 0 | -
[placed cells by master (no fill, tap or decap), drive strengths merged]
cell type / synthesis / routed
nor2: 64 / 64
clkdlybuf4s15: 0 / 57
clkbuf: 1 / 17
clkdlybuf4s50: 0 / 64
dfxtp: 64 / 64
buf: 13 / 17
mux2i: 64 / 64
[cells by family after synthesis]
logic type             Yosys count  synth area share, %
AND/OR/NAND/NOR                 64                 10.5
flip-flops                      64                 55.9
buffers and inverters           14                 5.63
multiplexers                    64                 28.0
[synth_stat cells]
master / instances / area (µm²)
dfxtp_1: 64 / 1280
mux2i_1: 64 / 641
buf_6: 1 / 11.3
clkbuf_2: 1 / 5.00
buf_8: 6 / 90.1
nor2_1: 64 / 240
buf_1: 6 / 22.5
[repair_timing]
action | 4_1_cts | 5_1_grt
gates resized | 181 | 22
setup endpoints to repair | 64 | 22
buffers inserted | 4 | 0
[how the worst min path moves through the flow]
stage                  start                  to  slack [ps]  cells after the start
final                 enable  q[42]$_SDFFE_PP0P_         320                      3
after global routing  enable  q[42]$_SDFFE_PP0P_         320                      3
after CTS             enable  q[42]$_SDFFE_PP0P_         290                      3
