==> flow/design.v <==
module Bus (
    input [31:0] BusMuxIn_R0, BusMuxIn_R1, BusMuxIn_R2, BusMuxIn_R3, BusMuxIn_R4, BusMuxIn_R5, BusMuxIn_R6, BusMuxIn_R7, BusMuxIn_R8, BusMuxIn_R9, BusMuxIn_R10, BusMuxIn_R11, BusMuxIn_R12, BusMuxIn_R13, BusMuxIn_R14, BusMuxIn_R15, BusMuxIn_HI, BusMuxIn_LO, BusMuxIn_Zhigh, BusMuxIn_Zlow, BusMuxIn_PC, BusMuxIn_MDR, BusMuxIn_InPort, C_sign_extended,
    input R0out, R1out, R2out, R3out, R4out, R5out, R6out, R7out,
          R8out, R9out, R10out, R11out, R12out, R13out, R14out, R15out,
          HIout, LOout, Zhighout, Zlowout, PCout, MDRout, InPortout, Cout,
    output reg [31:0] BusMuxOut
);
always @(*) begin
    BusMuxOut = 32'b0;  
    if (R0out)       BusMuxOut = BusMuxIn_R0;
    if (R1out)  BusMuxOut = BusMuxIn_R1;
    if (R2out)  BusMuxOut = BusMuxIn_R2;
    if (R3out)  BusMuxOut = BusMuxIn_R3;
    if (R4out)  BusMuxOut = BusMuxIn_R4;
    if (R5out)  BusMuxOut = BusMuxIn_R5;
    if (R6out)  BusMuxOut = BusMuxIn_R6;
    if (R7out)  BusMuxOut = BusMuxIn_R7;
    if (R8out)  BusMuxOut = BusMuxIn_R8;
    if (R9out)  BusMuxOut = BusMuxIn_R9;
    if (R10out) BusMuxOut = BusMuxIn_R10;
    if (R11out) BusMuxOut = BusMuxIn_R11;
    if (R12out) BusMuxOut = BusMuxIn_R12;
    if (R13out) BusMuxOut = BusMuxIn_R13;
    if (R14out) BusMuxOut = BusMuxIn_R14;
    if (R15out) BusMuxOut = BusMuxIn_R15;
    if (HIout)  BusMuxOut = BusMuxIn_HI;
    if (LOout)  BusMuxOut = BusMuxIn_LO;
    if (Zhighout) BusMuxOut = BusMuxIn_Zhigh;
    if (Zlowout)  BusMuxOut = BusMuxIn_Zlow;
    if (PCout)    BusMuxOut = BusMuxIn_PC;
    if (MDRout)   BusMuxOut = BusMuxIn_MDR;
    if (InPortout) BusMuxOut = BusMuxIn_InPort;
    if (Cout)     BusMuxOut = C_sign_extended;
end
endmodule
==> flow/run.sh <==
#!/bin/bash
# OpenROAD 26Q1-2900-gdf79404cd8, Yosys 0.63+post, stock flow scripts
make -C /OpenROAD-flow-scripts/flow DESIGN_CONFIG=/design/flow/config.mk WORK_HOME=/design/flow/orfs finish
==> flow/config.mk <==
export PLATFORM = sky130hd
export DESIGN_NAME = Bus
export DESIGN_NICKNAME = Bus
export VERILOG_FILES = /design/flow/design.v
export SDC_FILE = /design/flow/constraint.sdc
export NUM_CORES = 4
export LEC_CHECK = 1
export CORE_AREA = 10 10 319 319
export DIE_AREA = 0 0 329 329
==> flow/constraint.sdc <==
current_design Bus

set clk_period 6.8
set clk_io_pct 0.2

create_clock -name clk0 -period $clk_period

set non_clock_inputs [all_inputs -no_clocks]
set_input_delay [expr $clk_period * $clk_io_pct] -clock clk0 $non_clock_inputs
set_output_delay [expr $clk_period * $clk_io_pct] -clock clk0 [all_outputs]
==> impl_metrics.json <==
{
  "ant_nets": 0,
  "flops": 0,
  "grt_pass1_vias": 13084,
  "core_um2": 94870,
  "ys_cells": 1025,
  "outcome": "completed",
  "drive_gt1_share_pct": 11.61,
  "row_count": 113,
  "use_met3_pct": 8.918,
  "vias": 12932,
  "rsz0062_at_grt": "no",
  "crit_path_start_kind": "input port",
  "die_x_um": 329,
  "crit_path_frequent_cell": "clkdlybuf4s50_1",
  "cpLargestDelayFamily": "buffers and inverters",
  "wl_per_cell_um": 36.81,
  "dr.pass1.iters": 5,
  "overflow": 0,
  "crit_cells": 8,
  "tightestPinTransition_ps": 1178,
  "ioPinCount": 824,
  "gr-usage-all-layers_pct": 20.04,
  "wl_um": 113100,
  "crit_type": "input port to output port",
  "stdcell_count": 3074,
  "routed_via_density": 4.207,
  "syn_avg_cell_area_um2": 6.935,
  "yosysWarnings": 1,
  "min_path_cells": 4,
  "endpoint_kind": "output port",
  "antenna_found_initial": 91,
  "cellPowerDensity_nw_per_um2": 66.54,
  "fmaxAchievable_mhz": 154.8,
  "fp_util_pct": 7.492,
  "drtIter0Drc": 1036,
  "drt_drc_violations_left": 0,
  "setup_tns_ps": 0,
  "n_clock_buffer": 0,
  "period_needed_ps": 6461,
  "syn_area_um2": 7108,
  "leakagePower_nw": 5.359,
  "worstPathMaxFanout": 16,
  "cap_violations": 0,
  "ys_types": 39,
  "ys_seq_share_pct": 0,
  "placed_cells": 3057,
  "cpPeakStageDelay_ps": 930,
  "portBuffers": 824,
  "hold_viol_final": 0,
  "grtUsageMet1_pct": 27.44,
  "ir_worst_vdd_mv": 0.02302,
  "hold_slack_ps": 3731,
  "top_usage_layer": "met2",
  "area_growth_pct": 139.1,
  "gp_congestion": 0.9510,
  "cp_cell_sequence": "clkdlybuf4s50_1 > nand2b_1 > o22ai_1 > buf_4 > o211ai_1 > nand4_1 > a211oi_1 > clkdlybuf4s50_1",
  "slowest_stage": "nand2b_1",
  "grt_pass1_wl_um": 140500,
  "crit_required_ps": 5440,
  "arrival_ps": 5100,
  "crit_buf_inv": 3,
  "post_cts_buffers": 0,
  "ys_area_um2": 7108,
  "cts_hold_buf": 0,
  "max_slew_margin_pct": 21.49,
  "grt_max_degree": 51,
  "dpl.hpwl_um": 99560,
  "setup_viol": 0,
  "regArea_um2": 0,
  "die_height_um": 329,
  "drv_slew": 0,
  "finalCritPeriodShare_pct": 95.02,
  "total_power_w": 0.001131,
  "chipArea_um2": 108200,
  "warnings": 32,
  "post_cts_resize_count": 0,
  "met2_usage_pct": 29.89,
  "hp-class": "input port to output port",
  "syn_inst": 1025
}
## where the power goes
part	total (W)	internal [W]	switching, W
sequential	0	0	0
combinational	0.00113	0.000605	0.000526
clock	0.000000000297	0.000000000297	0
total	0.00113	0.000605	0.000526
## cells in the mapped netlist, types with 5 or more instances
master     instances  area, µm²
a211o_1           31      271.5
buf_6              7      78.83
nor2b_1           39      244.0
o211ai_1          31      232.7
a22o_1            32      280.3
a221oi_1          32      280.3
a22oi_1           62      465.5
o22ai_1           93      581.8
nor2_1            95      356.6
nand2_1          104      390.4
a2111oi_4         30      825.8
clkbuf_1          94      352.8
a21oi_1           36      180.2
o2111ai_2         30      450.4
nand4_1           32      200.2
buf_2             20      100.1
or3b_1            11      96.34
o21ai_0           35      175.2
inv_1              5      18.77
nor2_2            31      193.9
a211oi_1          32      240.2
o41ai_1           31      271.5
nand2b_1          33      206.5
nor3b_1           37      277.8
or3b_2            22      192.7
## worst paths after layout
path | startpoint | end | slack, ps
setup / recovery | R3out | BusMuxOut[2] | 340
hold / removal | BusMuxIn_InPort[16] | BusMuxOut[16] | 3730
## area by class of cell
cell class / instances / area (µm²)
antenna: 17 / 42.54
tap: 1265 / 1583
timing repair buffer: 889 / 8726
multi-input combinational: 898 / 6629
fill: 10675 / 77870
inverter: 5 / 18.77
## kinds of logic after synthesis
family          synth area share [%]
buf+inv                        7.816
compound gates                 60.78
simple gates                   31.40
## routing by layer
metal	share of wire [%]	vias to the layer above
li1	-	5693
met1	44	6137
met2	43	827
met3	12	163
met4	0.97	112
met5	0.65	-
## metrics by stage
step	util (%)	setup WS, ps	area [µm²]
6_report	17.92	338.7	17000
5_1_grt	17.88	160.7	16970
4_1_cts	17.87	289.8	16960
3_5_place_dp	17.87	318.7	16960
3_3_place_gp	17.87	293.8	16960
2_1_floorplan	-	2817	7108
## layout by cell type, fill, tap and decap left out, drive strengths merged, types with 32 or more instances in the layout
cell	netlist	routed
o21ai	35	35
o22ai	93	93
a22oi	62	62
or3b	33	33
nand2	104	104
nor3b	37	37
nand2b	33	33
buf	27	74
nor2	126	126
a22o	32	32
a21oi	36	36
a211oi	32	32
clkdlybuf4s50	0	814
nand4	32	32
nor2b	39	39
a221oi	32	32
Power figures rest on the tool's default switching activity, not on a simulated workload.
